$ cat flow/design.v
module router_reg(clock, resetn, pkt_valid, data_in, fifo_full,
		  detect_add, ld_state, laf_state,full_state, lfd_state, rst_int_reg,
		  err, parity_done, low_packet_valid, dout);
    input clock, resetn, pkt_valid, fifo_full, detect_add,
        ld_state, laf_state,full_state, lfd_state, rst_int_reg;
    input [7:0] data_in;
    output reg err, parity_done, low_packet_valid;
    output reg [7:0] dout;
    reg [7:0] header_reg, full_reg, parity_reg, packet_parity;
    always@(posedge clock)    
    begin
        if(~resetn)
            begin
            parity_done<= 1'd0;
            end
        else
            begin
            if((ld_state && ~fifo_full && ~pkt_valid) || (laf_state && low_packet_valid && ~parity_done))
            parity_done<=1'd1;
                else if(detect_add)
            parity_done<= 1'd0;
            end
    end
    always@(posedge clock)
    begin
        if(~resetn)
            low_packet_valid<= 1'd0;
        else if(~pkt_valid && ld_state)
            low_packet_valid<= 1'd1;
        else if(rst_int_reg)
            low_packet_valid<= 1'd0;
    end
    always@(posedge clock)
    begin
        if(~resetn)
            begin
            dout<= 0;
            header_reg<= 8'd0;
            full_reg<= 8'd0;
            end
        else if(detect_add && pkt_valid)
            header_reg<= data_in;
        else if(lfd_state)
            dout<= header_reg;
        else if(ld_state && (~fifo_full))
            dout<= data_in;
        else if(ld_state && fifo_full)
            full_reg<= data_in;
        else if(laf_state)
            dout<= full_reg;
    end
    always@(posedge clock)
    begin
        if(~resetn)
            parity_reg<= 8'd0;
        else if(detect_add)
        parity_reg<=0;
        else if(lfd_state && pkt_valid)
            parity_reg<= parity_reg ^ header_reg;
        else if(full_state==0 && ld_state && pkt_valid)
            parity_reg<= parity_reg ^ data_in; 
    end
    always@(posedge clock)
    begin
        if(~resetn)
            err<=1'd0;
        else
            if(parity_done)
            begin
                if(packet_parity == parity_reg)
                err<= 1'd0;
                else 
                err<= 1'd1;
            end
            else 
            err<=1'd0;
    end
    always@(posedge clock)
    begin
        if(~resetn)
            packet_parity<= 8'd0;
        else if(detect_add)
        packet_parity<=0;
        else if((~fifo_full && ~pkt_valid) || (~parity_done && low_packet_valid))
            packet_parity<= data_in;
    end
endmodule
$ cat flow/run.sh
#!/bin/bash
# OpenROAD 26Q1-2900-gdf79404cd8, Yosys 0.63+post, stock flow scripts
make -C /OpenROAD-flow-scripts/flow DESIGN_CONFIG=/design/flow/config.mk WORK_HOME=/design/flow/orfs finish
$ cat flow/config.mk
export PLATFORM = sky130hd
export DESIGN_NAME = router_reg
export DESIGN_NICKNAME = router_reg
export VERILOG_FILES = /design/flow/design.v
export SDC_FILE = /design/flow/constraint.sdc
export NUM_CORES = 4
export LEC_CHECK = 1
export CORE_UTILIZATION = 30
export SYNTH_HDL_FRONTEND = slang
$ cat flow/constraint.sdc
current_design router_reg

set clk_period 2.7
set clk_io_pct 0.2

create_clock -name clk0 -period $clk_period [get_ports {clock}]

set non_clock_inputs [all_inputs -no_clocks]
set_input_delay [expr $clk_period * $clk_io_pct] -clock clk0 $non_clock_inputs
set_output_delay [expr $clk_period * $clk_io_pct] -clock clk0 [all_outputs]
==> summary.txt <==
run results: status complete, no violations, CTS Hold Bufs 0, CP required 2890 ps, final WL 5560 um, # rows 31, Startpoint Class input pin, Area after DPL 2630 um^2, Max Root-Sink Buffers 2, Crit path arrival time 2160 ps, EDFF count, synth 0, CTS clk-pin slew, worst paths 90 ps, # setup viols final 0, port buffer count 28, crit-path max FO 14, Post-synth regs 43, Synth top cell by count dfxtp_1, post-CTS setup buffer count 0, # Cells Yosys 265, ANT nets after route 0, Critical Path Sink Type flip-flop, post-cts resize count 0, Setup CP Type in2reg, critical path's slowest cell or4b_2, Floorplan Utilization 0.311, synthesis area per yosys 2270 um^2, Buffers & Inverters on Critical Path 1, fin crit share 0.728, largest delay contributor family on the critical path simple AND/OR/NAND/NOR gates, Root Driver clkbuf_8, Area Growth Syn to Fin 22.0%, Post-synth area hogs dfxtp_1 (38%), mux2i_1 (7.1%), nand2_1 (5.6%), nand2b_1 (4.7%), a21boi_1 (4.3%), Synth Flop Type dfxtp_1, grt ovf 0, synthesized cell area 2270 um^2, n_diodes 0, post-synthesis cell count 265, cell leakage power 1.06 nW, Sum Neg Setup Slack 0 ps, final hold violations 0, Final Skew 6.46 ps, ys async rst share 0, Syn. warnings 0, Slowest Stage Delay on Critical Path 730 ps, GRT Util Overall 0.150, tool warnings 25, CTS tree yes, largest net degree at the start of global routing 37, die height 88.9 um, worst-margin pin slew 515 ps, Yosys cell types 36, Seq share, synth 0.380, IO Count 29, Top cell area share 0.380, Power Dens Cells 535 nW/um^2, number of max-cap violations 0, worst hold-check path type reg2reg, CTS buffer count 5, drt first pass iters 4, RSZ-0062 raised after global routing no, Iteration-0 DRC Markers 99, syn avg cell area 8.55 um^2, Synth top cells by count dfxtp_1 (43), nand2_1 (34), nand2b_1 (17), Die Wd 88.9 um, Clock Sinks 43, clock latency (worst-skew pair) 300 ps, first-pass GRT wire length 8890 um, Final Slew Violations 0, share of post-route cells with drive strength above 1 0.0938, VDD IR-drop max 0.298 mV, DRC violations left 0, FMAX 509 MHz, chip area 7900 um^2, Critical Path, Cell by Cell clkdlybuf4s50_1 > or4b_2 > o2111ai_1 > mux2i_1, initial antenna violation count 0, core area 7290 um^2, area leader, netlist dfxtp_1, vias in the first global route 1729, GP Congestion 0.866, Avg WL per Cell 14.4 um, fin area 2760 um^2, Vias per Instance 5.05, Slew HR 0.657, Final HPWL DP 3850 um, Final min period 1970 ps, routed vias 1956, CTS H-Tree Depth 2
## cell families (layout without fill, tap and decap cells)
logic type | after synthesis | count (layout) | synth area share
multiplexers | 16 | 16 | 0.0707
AND/OR/NAND/NOR | 113 | 113 | 0.295
AND-OR/OR-AND | 62 | 62 | 0.177
XOR/XNOR | 8 | 8 | 0.0309
buffers and inverters | 23 | 46 | 0.0469
flip-flops | 43 | 43 | 0.380
## power by group
group          internal [mW]  switching, mW  leakage [nW]  total, mW
Clock                  0.370          0.225        0.0654      0.594
Combinational          0.106          0.105         0.649      0.211
Sequential             0.659         0.0150         0.350      0.674
Total                   1.13          0.345          1.06       1.48
## through the flow
stage          instances  hold WS [ps]  setup WS [ps]  total power [mW]  utilization
6_report             387           462            733              1.48        0.379
5_1_grt              387           487            656              1.54        0.379
4_1_cts              387           467            745              1.49        0.379
3_5_place_dp         379           454            421             0.901        0.361
3_3_place_gp         379           454            480             0.899        0.361
2_1_floorplan        265           424           1160             0.809            -
## cell type report
class | instances | area (um^2)
Inverter | 2 | 7.51
Clock buffer | 6 | 72.6
Sequential cell | 43 | 861
Fill cell | 789 | 4530
Timing Repair Buffer | 36 | 340
Multi-Input combinational cell | 199 | 1300
Clock inverter | 2 | 60.1
Tap cell | 99 | 124
## placed cells by master, fill, tap and decap left out, types with 2 or more instances in the layout
cell              n
clkdlybuf4s50_1  28
a21boi_1         13
o2111ai_1         8
nand2b_1         17
xor2_1            8
nor4_1            2
o21ai_1          10
or2_2             9
mux2i_1          16
nand3_1          16
a21boi_0          3
buf_4             8
nor2b_1           2
nand2_1          34
inv_1             2
clkbuf_8          5
bufinv_16         2
nor4bb_1          8
o21ai_0          14
and2_1           10
dfxtp_1          43
or4b_1            7
a21oi_1          11
## worst register-to-register path, delay by kind of cell, from the launching register on
| family | cells | cell delay [ps] |
|---|---|---|
| AND-OR/OR-AND | 2 | 350 |
| flip-flops | 1 | 390 |
| AND/OR/NAND/NOR | 1 | 420 |
## final timing paths
path                            cells after the start                          start  slack, ps                       endpoint
worst min-delay path                                2           dout[3]$_SDFFE_PN0P_        460           dout[3]$_SDFFE_PN0P_
worst max register to register                      3  low_packet_valid$_SDFFE_PN0P_       1480  packet_parity[5]$_SDFFE_PP0P_
worst min register to register                      2           dout[3]$_SDFFE_PN0P_        460           dout[3]$_SDFFE_PN0P_
worst max-delay path                                4                      fifo_full        730           dout[1]$_SDFFE_PN0P_
## per-layer routing
layer / global-route usage / vias up / share of wire
met5: 0 / - / 0
met4: 0.0161 / 0 / 0.013
met3: 0.0178 / 5 / 0.045
met2: 0.239 / 44 / 0.47
met1: 0.231 / 933 / 0.48
li1: - / 974 / -
Power is estimated from default activity; no workload was simulated.
