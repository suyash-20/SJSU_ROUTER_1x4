**flow/config.mk**
```make
export PLATFORM = sky130hd
export DESIGN_NAME = r_top
export DESIGN_NICKNAME = r_top
export VERILOG_FILES = /design/flow/design.v
export SDC_FILE = /design/flow/constraint.sdc
export NUM_CORES = 4
export LEC_CHECK = 1
export CORE_UTILIZATION = 40
export SYNTH_HDL_FRONTEND = slang
```
**flow/constraint.sdc**
```tcl
current_design r_top

set clk_period 6.8
set clk_io_pct 0.2

create_clock -name clk0 -period $clk_period [get_ports {clk}]

set non_clock_inputs [all_inputs -no_clocks]
set_input_delay [expr $clk_period * $clk_io_pct] -clock clk0 $non_clock_inputs
set_output_delay [expr $clk_period * $clk_io_pct] -clock clk0 [all_outputs]
```
**flow/design.v**
```verilog
module r_fifo(
    input clk, resetn, soft_reset, write_enb, read_enb, lfd_state,
    input [7:0] data_in,
    output full, empty,
    output reg [7:0] data_out);
    reg [4 : 0] write_ptr, read_ptr;
    reg [9-1 : 0] fifo_mem [16-1 : 0];
    reg [6 : 0]packet_len_count;
    reg lfd_temp;
always@(posedge clk) begin
    if(~resetn) begin
        lfd_temp <= 0;
    end
    else begin
        lfd_temp <= lfd_state;
    end
end
   always@(posedge clk) begin
        if(~resetn) begin
            for(int i=0; i< 16; i=i+1) begin
                fifo_mem[i] <= 0;
            end            
        end
        else if(soft_reset) begin
            for(int i=0; i< 16; i=i+1) begin
                fifo_mem[i] <= 0;
            end            
        end
        else if (write_enb && ~full) begin
            {fifo_mem[write_ptr[3:0]][8], fifo_mem[write_ptr[3:0]][7:0]} <= {lfd_temp, data_in};
        end
   end
   always@(posedge clk) begin
        if(~resetn) begin
            data_out <= 0;
        end
        else if(soft_reset || (packet_len_count==0)) begin
            data_out <= 'bz;
        end
        else if(read_enb && ~empty) begin
            data_out <= fifo_mem[read_ptr[3:0]];
        end
   end
   always @(posedge clk) begin
        if(~resetn) begin
            packet_len_count <= 0;
        end
        else if(read_enb && ~empty) begin
            if(fifo_mem[read_ptr[3:0]][8]) begin
                packet_len_count <= fifo_mem[read_ptr[3:0]][7:2];
            end
            else if(packet_len_count == 0) begin
                packet_len_count <= packet_len_count;
            end
            else 
                packet_len_count <= packet_len_count - 1;
        end
   end
   always@(posedge clk) begin
        if(~resetn) begin
            write_ptr <= 0;
            read_ptr <= 0;
        end
        else begin
            if(write_enb && ~full) begin
                write_ptr <= write_ptr + 1;
            end
            if(read_enb && ~empty) begin
                read_ptr <= read_ptr + 1;
            end
        end
   end
   assign full = ((write_ptr[4] != read_ptr[4]) && (write_ptr[3:0] == read_ptr[3:0]));
   assign empty = ((write_ptr == read_ptr));
endmodule
module r_sync (clk, resetn, data_in, detect_add, full_0, full_1, full_2, full_3, empty_0, empty_1, empty_2, empty_3, write_enb_reg, read_enb_0, read_enb_1, read_enb_2, read_enb_3,
                write_enb, fifo_full, vld_out_0, vld_out_1, vld_out_2, vld_out_3, soft_reset_0, soft_reset_1, soft_reset_2, soft_reset_3);
            input [1:0] data_in;
            input clk, resetn, detect_add;
            input full_0, full_1, full_2, full_3, empty_0, empty_1, empty_2, empty_3;
            input write_enb_reg, read_enb_0, read_enb_1, read_enb_2, read_enb_3;
            output reg [3:0] write_enb;
            output reg fifo_full;
            output reg vld_out_0, vld_out_1, vld_out_2, vld_out_3;
            output reg soft_reset_0, soft_reset_1, soft_reset_2, soft_reset_3;
            reg [1:0] data_temp;
            reg [4:0] soft_rst_count_0, soft_rst_count_1, soft_rst_count_2, soft_rst_count_3;
            always@(posedge clk) begin
                if(~resetn) begin
                    data_temp <= 'b0;
                end
                else begin
                    data_temp <= data_in;
                end
            end
            always @(posedge clk) begin
                if(~resetn) begin
                    fifo_full <= 1'b0;
                end
                else begin
                    if(detect_add) begin
                        case(data_temp)
                            2'b00: begin
                                fifo_full <= full_0;
                                if(write_enb_reg) begin
                                    write_enb <= 4'b0001;
                                end                      
                                else begin
                                    write_enb <= 'b0;
                                end      
                            end 
                            2'b01: begin
                                fifo_full <= full_1;
                                if(write_enb_reg) begin
                                    write_enb <= 4'b0010;
                                end                      
                                else begin
                                    write_enb <= 'b0;
                                end      
                            end
                            2'b10: begin
                                fifo_full <= full_2;
                                if(write_enb_reg) begin
                                    write_enb <= 4'b0100;
                                end                      
                                else begin
                                    write_enb <= 'b0;
                                end      
                            end
                            2'b11: begin
                                fifo_full <= full_3;
                                if(write_enb_reg) begin
                                    write_enb <= 4'b1000;
                                end                      
                                else begin
                                    write_enb <= 'b0;
                                end      
                            end
                        endcase
                    end
                end
            end
            always@(posedge clk) begin
                if(~resetn) begin
                    soft_reset_0 <= 1'b0;
                end
                else if(vld_out_0) begin
                        if(~read_enb_0) begin
                            if(soft_rst_count_0 == 29) begin
                                soft_reset_0 <= 1'b1;
                                soft_rst_count_0 <= 'd0;
                            end
                            else begin
                                soft_reset_0 <= 1'b0;
                                soft_rst_count_0 <= soft_rst_count_0 + 1;
                            end
                        end
                        else begin
                                soft_reset_0 <= 1'b0;
                                soft_rst_count_0 <= 'd0;
                        end
                end 
            end
            always@(posedge clk) begin
                if(~resetn) begin
                    soft_reset_1 <= 1'b0;
                end
                else if(vld_out_1) begin
                        if(~read_enb_1) begin
                            if(soft_rst_count_1 == 29) begin
                                soft_reset_1 <= 1'b1;
                                soft_rst_count_1 <= 'd0;
                            end
                            else begin
                                soft_reset_1 <= 1'b0;
                                soft_rst_count_1 <= soft_rst_count_1 + 1;
                            end
                        end
                        else begin
                                soft_reset_1 <= 1'b0;
                                soft_rst_count_1 <= 'd0;
                        end
                end 
            end
            always@(posedge clk) begin
                if(~resetn) begin
                    soft_reset_2 <= 1'b0;
                end
                else if(vld_out_2) begin
                        if(~read_enb_2) begin
                            if(soft_rst_count_2 == 29) begin
                                soft_reset_2 <= 1'b1;
                                soft_rst_count_2 <= 'd0;
                            end
                            else begin
                                soft_reset_2 <= 1'b0;
                                soft_rst_count_2 <= soft_rst_count_2 + 1;
                            end
                        end
                        else begin
                                soft_reset_2 <= 1'b0;
                                soft_rst_count_2 <= 'd0;
                        end
                end 
            end
            always@(posedge clk) begin
                if(~resetn) begin
                    soft_reset_3 <= 1'b0;
                end
                else if(vld_out_3) begin
                        if(~read_enb_3) begin
                            if(soft_rst_count_3 == 29) begin
                                soft_reset_3 <= 1'b1;
                                soft_rst_count_3 <= 'd0;
                            end
                            else begin
                                soft_reset_3 <= 1'b0;
                                soft_rst_count_3 <= soft_rst_count_3 + 1;
                            end
                        end
                        else begin
                                soft_reset_3 <= 1'b0;
                                soft_rst_count_3 <= 'd0;
                        end
                end 
            end
            assign vld_out_0 = ~empty_0;
            assign vld_out_1 = ~empty_1;
            assign vld_out_2 = ~empty_2;
            assign vld_out_3 = ~empty_3;
endmodule
module r_fsm(clk, resetn, pkt_valid,   fifo_full, fifo_empty_0, fifo_empty_1, fifo_empty_2, fifo_empty_3, soft_reset_0, soft_reset_1, soft_reset_2, soft_reset_3, parity_done, low_packet_valid,
            write_enb_reg, detect_add, ld_state, laf_state, lfd_state, full_state, rst_int_reg, busy);
            input clk, resetn, pkt_valid;
            input fifo_full, fifo_empty_0, fifo_empty_1, fifo_empty_2, fifo_empty_3;
            input soft_reset_0, soft_reset_1, soft_reset_2, soft_reset_3, parity_done, low_packet_valid;
            output reg write_enb_reg, detect_add, ld_state, laf_state, lfd_state;
            output reg full_state, rst_int_reg, busy;
            typedef enum {DECODE_ADDRESS, LOAD_FIRST_DATA, LOAD_DATA, LOAD_PARITY, FIFO_FULL_STATE, LOAD_AFTER_FULL, WAIT_TILL_EMPTY, CHECK_PARITY_ERROR} r_state;
            r_state current_state, next_state;
            always @(posedge clk) begin
                if(~resetn) begin
                    current_state <= DECODE_ADDRESS; 
                end
                else if(soft_reset_0 || soft_reset_1 || soft_reset_2 || soft_reset_3)
                    current_state <= DECODE_ADDRESS;
                else begin
                    current_state <= next_state;
                end
            end
            always@(*) begin
                write_enb_reg = 0;
                detect_add = 0;
                ld_state = 0;
                laf_state = 0;
                lfd_state = 0;
                full_state = 0;
                rst_int_reg = 0;
                busy = 0;
                next_state = DECODE_ADDRESS;
                case(current_state)
                DECODE_ADDRESS: begin
                    detect_add = 'b1;
                    if(pkt_valid && (fifo_empty_0 || fifo_empty_1 || fifo_empty_2 || fifo_empty_3)) begin
                        next_state = LOAD_FIRST_DATA;
                    end
                    else if(pkt_valid && (~fifo_empty_0 || ~fifo_empty_1 || ~fifo_empty_2 || ~fifo_empty_3)) begin
                        next_state = WAIT_TILL_EMPTY;
                    end
                    else begin
                        next_state = DECODE_ADDRESS;
                    end
                end
                LOAD_FIRST_DATA: begin
                    lfd_state = 'b1;
                    busy = 'b1;
                    next_state = LOAD_DATA;
                end
                LOAD_DATA: begin
                    ld_state = 'b1;
                    busy = 'b0;
                    write_enb_reg = 'b1;
                    if(~pkt_valid && ~fifo_full) begin
                        next_state = LOAD_PARITY;
                    end
                    else if (fifo_full) begin
                        next_state = FIFO_FULL_STATE;
                    end
                    else begin
                        next_state = LOAD_DATA;
                    end
                end
                LOAD_PARITY: begin
                    busy = 'b1;
                    write_enb_reg = 'b1;
                    next_state = CHECK_PARITY_ERROR;
                end
                FIFO_FULL_STATE: begin
                    busy = 'b1;
                    write_enb_reg = 'b0;
                    if(~fifo_full) begin
                        next_state = LOAD_AFTER_FULL;
                    end
                    else begin
                        next_state = FIFO_FULL_STATE;
                    end 
                end
                LOAD_AFTER_FULL: begin
                    laf_state = 'b1;
                    busy = 'b1;
                    write_enb_reg = 'b1;
                    if(parity_done) begin
                        next_state = DECODE_ADDRESS;
                    end
                    else if (~parity_done && low_packet_valid) begin
                        next_state = LOAD_PARITY;
                    end
                    else if (~parity_done && ~low_packet_valid) begin
                        next_state = LOAD_DATA;
                    end
                    else
                        next_state = LOAD_AFTER_FULL;
                end
                WAIT_TILL_EMPTY: begin
                    busy = 'b1;
                    write_enb_reg = 'b0;
                    if (fifo_empty_0||fifo_empty_1||fifo_empty_2||fifo_empty_3) begin
                        next_state = LOAD_FIRST_DATA;
                    end    
                    else if (~fifo_empty_0||~fifo_empty_1||~fifo_empty_2||~fifo_empty_3) begin
                        next_state = WAIT_TILL_EMPTY;
                    end    
                    else
                        next_state = WAIT_TILL_EMPTY;
                end
                CHECK_PARITY_ERROR : begin
                    rst_int_reg = 'b1;
                    busy = 'b1;
                    if(fifo_full)
                        next_state = FIFO_FULL_STATE;
                    else 
                        next_state = DECODE_ADDRESS;
                end
            endcase
        end
endmodule
module r_reg(clk, resetn, pkt_valid, data_in, fifo_full,
		  detect_add, ld_state, laf_state,full_state, lfd_state, rst_int_reg,
		  err, parity_done, low_packet_valid, dout);
    input clk, resetn, pkt_valid, fifo_full, detect_add,
        ld_state, laf_state,full_state, lfd_state, rst_int_reg;
    input [7:0] data_in;
    output reg err, parity_done, low_packet_valid;
    output reg [7:0] dout;
    reg [7:0] header_reg, full_reg, parity_reg, packet_parity;
    always@(posedge clk)    
    begin
        if(~resetn)
            begin
            parity_done<= 1'd0;
            end
        else
            begin
            if((ld_state && ~fifo_full && ~pkt_valid) || (laf_state && low_packet_valid && ~parity_done))
            parity_done<=1'd1;
                else if(detect_add)
            parity_done<= 1'd0;
            end
    end
    always@(posedge clk)
    begin
        if(~resetn)
            low_packet_valid<= 1'd0;
        else if(~pkt_valid && ld_state)
            low_packet_valid<= 1'd1;
        else if(rst_int_reg)
            low_packet_valid<= 1'd0;
    end
    always@(posedge clk)
    begin
        if(~resetn)
            begin
            dout<= 0;
            header_reg<= 8'd0;
            full_reg<= 8'd0;
            end
        else if(detect_add && pkt_valid)
            header_reg<= data_in;
        else if(lfd_state)
            dout<= header_reg;
        else if(ld_state && (~fifo_full))
            dout<= data_in;
        else if(ld_state && fifo_full)
            full_reg<= data_in;
        else if(laf_state)
            dout<= full_reg;
    end
    always@(posedge clk)
    begin
        if(~resetn)
            parity_reg<= 8'd0;
        else if(detect_add)
        parity_reg<=0;
        else if(lfd_state && pkt_valid)
            parity_reg<= parity_reg ^ header_reg;
        else if(full_state==0 && ld_state && pkt_valid)
            parity_reg<= parity_reg ^ data_in; 
    end
    always@(posedge clk)
    begin
        if(~resetn)
            err<=1'd0;
        else
            if(parity_done)
            begin
                if(packet_parity == parity_reg)
                err<= 1'd0;
                else 
                err<= 1'd1;
            end
            else 
            err<=1'd0;
    end
    always@(posedge clk)
    begin
        if(~resetn)
            packet_parity<= 8'd0;
        else if(detect_add)
        packet_parity<=0;
        else if((~fifo_full && ~pkt_valid) || (~parity_done && low_packet_valid))
            packet_parity<= data_in;
    end
endmodule
 module r_top(clk, data_in, pkt_valid, resetn, read_enb,
             data_out, vld_out, err, busy);
    input clk, pkt_valid, resetn;
    input [3:0] read_enb;
    input [7:0] data_in;
    output reg [7:0] data_out[4];
    output reg [3:0] vld_out;
    output reg err, busy;
    wire [3:0]soft_rst, wrt_enb;
    wire lfd_st;
    wire[7:0] din;
    wire [3:0] full_temp, empty_temp;
    wire fifo_full_temp;
    wire parity_done_temp, low_pkt_valid_temp;
    wire write_enb_reg_temp, detect_addr_temp, ld_state_temp, laf_state_temp, lfd_state_temp, full_state_temp, rst_int_reg_temp, busy_temp;
    genvar i;
    generate
        for(i=0; i<4; i=i+1) begin
            r_fifo fifo(
                .clk(clk), .resetn(resetn), .soft_reset(soft_rst[i]), .write_enb(wrt_enb[i]), .read_enb(read_enb[i]),
                .lfd_state(lfd_st), .data_in(din), .full(full_temp[i]), .empty(empty_temp[i]), .data_out(data_out[i])
            );
        end
    endgenerate
    r_fsm fsm(
            .clk(clk), .resetn(resetn), .pkt_valid(pkt_valid), .fifo_full(fifo_full_temp), .fifo_empty_0(empty_temp[0]), .fifo_empty_1(empty_temp[1]), .fifo_empty_2(empty_temp[2]), .fifo_empty_3(empty_temp[3]), 
            .soft_reset_0(soft_rst[0]), .soft_reset_1(soft_rst[1]), .soft_reset_2(soft_rst[2]), .soft_reset_3(soft_rst[3]), .parity_done(parity_done_temp), .low_packet_valid(low_pkt_valid_temp),
            .write_enb_reg(write_enb_reg_temp), .detect_add(detect_addr_temp), .ld_state(ld_state_temp), .laf_state(laf_state_temp), .lfd_state(lfd_st), .full_state(full_state_temp), .rst_int_reg(rst_int_reg_temp), .busy(busy)  
        );
    r_reg regg(
            .clk(clk), .resetn(resetn), .pkt_valid(pkt_valid), .data_in(data_in), .fifo_full(fifo_full_temp),
            .detect_add(detect_addr_temp), .ld_state(ld_state_temp), .laf_state(laf_state_temp),.full_state(full_state_temp), .lfd_state(lfd_st), .rst_int_reg(rst_int_reg_temp),
            .err(err), .parity_done(parity_done_temp), .low_packet_valid(low_pkt_valid_temp), .dout(din)
        );
    r_sync sync (
            .clk(clk), .resetn(resetn), .data_in(data_in[1:0]), .detect_add(detect_addr_temp), .full_0(full_temp[0]), .full_1(full_temp[1]), .full_2(full_temp[2]), .full_3(full_temp[3]), 
            .empty_0(empty_temp[0]), .empty_1(empty_temp[1]), .empty_2(empty_temp[2]), .empty_3(empty_temp[3]), .write_enb_reg(write_enb_reg_temp), 
            .read_enb_0(read_enb[0]), .read_enb_1(read_enb[1]), .read_enb_2(read_enb[2]), .read_enb_3(read_enb[3]),
            .write_enb(wrt_enb), .fifo_full(fifo_full_temp), .vld_out_0(vld_out[0]), .vld_out_1(vld_out[1]), .vld_out_2(vld_out[2]), .vld_out_3(vld_out[3]), 
            .soft_reset_0(soft_rst[0]), .soft_reset_1(soft_rst[1]), .soft_reset_2(soft_rst[2]), .soft_reset_3(soft_rst[3])
        );
 endmodule
```
**flow/run.sh**
```bash
#!/bin/bash
# OpenROAD 26Q1-2900-gdf79404cd8, Yosys 0.63+post, stock flow scripts
make -C /OpenROAD-flow-scripts/flow DESIGN_CONFIG=/design/flow/config.mk WORK_HOME=/design/flow/orfs finish
```
==> impl_metrics.env <==
# source this file to load flow results
export IMPL_drv_cap=0
export IMPL_crit_path_start_kind="register"
export IMPL_core_um2=83700
export IMPL_largest_register_ffs=576
export IMPL_status="completed"
export IMPL_fin_cells=4347
export IMPL_ctsResizeCount=0
export IMPL_worst_path_stages=4
export IMPL_root_buffer="clkbuf_16"
export IMPL_numCtsBuffers=82
export IMPL_hold_viol=0
export IMPL_grt_max_degree=77
export IMPL_fp_util=0.404
export IMPL_grt_use_total=0.198
export IMPL_cts_hold_buffers_added=0
export IMPL_p_seq_frac=0.437
export IMPL_combPwrFrac=0.142
export IMPL_clockPowerShare=0.421
export IMPL_synthCells=3261
export IMPL_ir_drop_uv=167
export IMPL_wl_per_cell_um=18.5
export IMPL_crit_path_end="vld_out[1]"
export IMPL_path_max_fanout=22
export IMPL_seq_area_um2=15500
export IMPL_worst_ep_required_time_ns=5.44
export IMPL_drc=0
export IMPL_critPathCaptureType="output port"
export IMPL_num_rows=106
export IMPL_intPower_mw=7.96
export IMPL_compound_area_frac=0.0282
export IMPL_hp_class="register to register"
export IMPL_drtIter0Drc=1500
export IMPL_ff_type="dfxtp_1"
export IMPL_cp_slowest_stage_delay_ns=0.82
export IMPL_netSwitchingFraction=0.261
export IMPL_relSlewSlack=0.430
export IMPL_crit_chain="xor2_1, nor4_2, nand2_1, clkdlybuf4s50_1"
export IMPL_ys_types=62
export IMPL_topCombFamilyByArea="multiplexers"
export IMPL_grt_overflow=0
export IMPL_yosys_stat_cells=3261
export IMPL_setup_viol=0
export IMPL_r2r_cells=7
export IMPL_max_freq_ghz=0.231
export IMPL_cts_tree="yes"
export IMPL_vias=22748
export IMPL_h_tree_depth=3
export IMPL_synth_flops=759
export IMPL_crit_type="register to output port"
export IMPL_reg2reg_slack_ns=3.72
export IMPL_grt_setup_unrepaired="no"
export IMPL_io_buffers=52
export IMPL_top_register="genblk1.fifo.fifo_mem"
export IMPL_fillerInstances=7654
export IMPL_ioPinCount=53
export IMPL_async_flop_share=0
export IMPL_openroad_warnings=45
export IMPL_gp_congestion=0.876
export IMPL_most_common_cell="nor2_1"
export IMPL_reg2reg_from="genblk1[1].fifo.read_ptr[0]"
export IMPL_dp_hpwl_um=49400
export IMPL_largest_area_cell="dfxtp_1"
export IMPL_die_area_um2=85700
export IMPL_synth_area_um2=33800
export IMPL_cts_sinks=759
export IMPL_die_w_um=293
export IMPL_post_cts_buffers=0
export IMPL_fin_tns_setup_ns=0
export IMPL_p_sw_mw=2.82
export IMPL_slew_violations=0
export IMPL_critical_path_startpoint="genblk1[1].fifo.read_ptr[0]"
export IMPL_power_mw=10.8
export IMPL_clk_pin_slew_ns=0.06
export IMPL_ys_warn_count=0
export IMPL_timing_rr_end="genblk1[1].fifo.fifo_mem[2]"
export IMPL_finalClockPeriodUsage=0.635
export IMPL_logic_area_um2=17000
export IMPL_tightest_slew_ns=0.851
export IMPL_layout_drive_gt1_share=0.114
export IMPL_power_density_nw_per_um2=286
export IMPL_clock_path_buffers=3
export IMPL_insertedDiodeCount=0
export IMPL_adder_share=0.0133
export IMPL_slowest_stage="dfxtp_2"
export IMPL_ys_seq_frac=0.457
export IMPL_path_buffers=1
export IMPL_top_regs="genblk1.fifo.fifo_mem: 576 flops, genblk1.fifo.data_out: 32 flops, genblk1.fifo.packet_len_count: 28 flops"
export IMPL_min_period_ns=4.32
export IMPL_wl_um=80500
export IMPL_muxShareOfSynthArea=0.302
export IMPL_worstPathArrival_ns=2.96
export IMPL_yosysTopAreaCellShare=0.435
export IMPL_edf_count=24
export IMPL_ys_sh_xor=0.0238
export IMPL_viasPerCell=5.23
export IMPL_dr_pass1_iters=7
export IMPL_ys_sh_simple=0.134
export IMPL_die_height_um=293
export IMPL_dp_cells=4199
export IMPL_yosys_area_um2=33800
export IMPL_topCellsByArea="dfxtp_1 44%, mux2i_1 19%, mux4_2 10%"
export IMPL_top_cells_by_count="746 x nor2_1, 735 x dfxtp_1, 657 x mux2i_1"
export IMPL_crit_family="simple AND/OR/NAND/NOR gates"
export IMPL_whs_ns=0.455
export IMPL_clkLatencyLatePin_ns=0.62
export IMPL_synth_area_per_cell_um2=10.4
export IMPL_grt_pass1_vias=22171
export IMPL_grt_pass1_wl_um=129000
export IMPL_syn2layout_area_growth_pct=11.4
export IMPL_antenna_found_initial=1
export IMPL_clock_skew_final_ns=0.0152
export IMPL_p_leak_nw=17.8
export IMPL_antenna_left=0
==> layout make-up <==
| type | instances | share of cell area |
|---|---|---|
| well taps | 1134 | 0.0377 |
| clock buffers | 130 | 0.0685 |
| clock inverters | 18 | 0.00522 |
| multi-input cells | 2170 | 0.451 |
| flip-flops and latches | 759 | 0.410 |
| inverters | 34 | 0.00346 |
| repair buffers | 102 | 0.0237 |
==> through the flow <==
| step | util | area (um2) | setup WS (ns) |
|---|---|---|---|
| 4_1_cts | 0.450 | 37700 | 2.34 |
| 2_1_floorplan | - | 33800 | 4.09 |
| 3_5_place_dp | 0.417 | 34900 | 3.02 |
| 6_report | 0.450 | 37700 | 2.48 |
| 3_3_place_gp | 0.417 | 34900 | 3.04 |
| 5_1_grt | 0.450 | 37700 | 2.22 |
==> worst reg2reg max path, cell delays in order (launching register included) <==
cell	delay, ns
dfxtp_2	0.82
xor2_1	0.16
nor4_2	0.57
a21boi_1	0.16
buf_4	0.23
nand3_1	0.65
mux2i_1	0.28
nor2_1	0.07
==> logic make-up after synthesis <==
kind of cell | count (synthesis)
buffers and inverters | 332
XOR/XNOR | 92
AND-OR/OR-AND | 152
flip-flops | 759
adder cells (fa/ha/maj) | 36
AND/OR/NAND/NOR | 1070
multiplexers | 820
==> power by group through the flow <==
stage | Sequential [mW] | Clock (mW) | Combinational [mW]
final | 4.72 | 4.53 | 1.53
after CTS | 4.72 | 4.64 | 1.54
after global routing | 4.74 | 4.82 | 1.68
==> metal layers <==
metal / up-vias / GRT usage / routed length [um]
li1: 11104 / - / -
met1: 11122 / 0.306 / 37900
met2: 398 / 0.299 / 36600
met3: 122 / 0.0418 / 4200
met4: 2 / 0.0392 / 1760
met5: - / 0 / 13
==> worst min-delay path by stage <==
| stage | startpoint | endpoint | slack (ns) | cells past startpoint |
|---|---|---|---|---|
| CTS | regg.header_reg[7] | regg.header_reg[7] | 0.46 | 2 |
| global route | regg.header_reg[6] | regg.header_reg[6] | 0.47 | 2 |
| finish | regg.header_reg[7] | regg.header_reg[7] | 0.45 | 2 |
==> layout by cell type, fill, tap and decap left out, types with 11 or more instances in the layout <==
cell / n
nor2_1: 746
dfxtp_1: 718
mux2i_1: 657
mux4_2: 157
nand2_1: 99
clkbuf_16: 89
nand3_1: 87
xor2_1: 72
clkdlybuf4s50_1: 51
buf_4: 50
o21ai_0: 45
ha_1: 36
a21oi_1: 34
inv_1: 33
nand4_1: 32
edfxtp_1: 24
nor2b_1: 22
clkbuf_1: 21
xnor2_1: 20
clkbuf_8: 20
a22oi_1: 17
dfxtp_2: 17
a31oi_1: 15
nor3_1: 14
and2_1: 12
or3_1: 12
clkinv_2: 11
Power is estimated from default activity; no workload was simulated.
